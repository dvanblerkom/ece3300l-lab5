===== ./config.mk =====
export PLATFORM = sky130hd
export DESIGN_NAME = store_combo
export DESIGN_NICKNAME = store_combo
export VERILOG_FILES = /design/flow/design.v
export SDC_FILE = /design/flow/constraint.sdc
export NUM_CORES = 4
export LEC_CHECK = 1
export CORE_AREA = 10 10 73 73
export DIE_AREA = 0 0 83 83

===== ./constraint.sdc =====
current_design store_combo

set clk_period 1.8
set clk_io_pct 0.2

create_clock -name clk0 -period $clk_period [get_ports {clk}]

set non_clock_inputs [all_inputs -no_clocks]
set_input_delay [expr $clk_period * $clk_io_pct] -clock clk0 $non_clock_inputs
set_output_delay [expr $clk_period * $clk_io_pct] -clock clk0 [all_outputs]

===== ./design.v =====
`timescale 1ns / 1ps
module store_combo(
		  input	       clk,
		  output [3:0] combo_1,
		  output [3:0] combo_2,
		  output [3:0] combo_3,
		  output [3:0] combo_4,
		  input [3:0]  combo_press,
		  input	       pressed,
		  input	       enable_store,
		  input [1:0]  location
		  );
   reg [3:0]		       combo_1_store = 4'b1000;
   reg [3:0]		       combo_2_store = 4'b1000;
   reg [3:0]		       combo_3_store = 4'b1000;
   reg [3:0]		       combo_4_store = 4'b1000;
   assign combo_1 = combo_1_store;
   assign combo_2 = combo_2_store;
   assign combo_3 = combo_3_store;
   assign combo_4 = combo_4_store;
   always @(posedge clk)
     begin
	if (enable_store & pressed) begin
	   case (location)
	     0: combo_1_store <= combo_press;
	     1: combo_2_store <= combo_press;
	     2: combo_3_store <= combo_press;
	     3: combo_4_store <= combo_press;
	   endcase 
	end
     end
endmodule

===== ./run.sh =====
#!/bin/bash
# OpenROAD 26Q1-2900-gdf79404cd8, Yosys 0.63+post, stock flow scripts
make -C /OpenROAD-flow-scripts/flow DESIGN_CONFIG=/design/flow/config.mk WORK_HOME=/design/flow/orfs finish

==> metrics.log <==
[metrics] run summary
INFO  metric run_status = complete, no violations
INFO  metric cts_hold_buf = 0
INFO  metric leakage = about 0.28 nW
INFO  metric port-buffer-count = 24
INFO  metric route.antenna.diode_count = 0
INFO  metric setup_slack_after_placement = 290.9 ps
INFO  metric grt_remaining_overflow = 0
INFO  metric setup.worst_path.start = combo_2_store[3]
INFO  metric critical_path.max_stage_delay = slightly above 500 ps
INFO  metric max_cap_violations = 0
INFO  metric cts_root_buffer = sky130_fd_sc_hd__clkbuf_8
INFO  metric vdd.ir_drop.worst = 0.3429 mV
INFO  metric yosysTopAreaCellShare = 0.9143
INFO  metric detail-route-antenna-nets = 0
INFO  metric worst_hold_check_path_type = in2reg
INFO  metric cp_top_family = buffers and inverters
INFO  metric wire_length_of_the_first_global_routing_pass = between 1500 and 2000 um
INFO  metric cts.sinks = 16
INFO  metric initial_antenna_violation_count = 0
INFO  metric gp_congestion = ~0.71
INFO  metric cts.repair.resized = 0
INFO  metric max-clock-path-buffers = 2
INFO  metric synth-main-ff-cell = sky130_fd_sc_hd__edfxtp_1
INFO  metric max_clock_freq = around 0.7 GHz
INFO  metric postSynthAreaPerCell = approximately 26 sq um
INFO  metric first_global_vias = 300
INFO  metric worstPathCellList = clkdlybuf4s50_1
INFO  metric fill_cells = about 400
INFO  metric fp_util = 0.1404
INFO  metric die_x = 83 um
INFO  metric chipHeight = ~83 um
INFO  metric holdWs = ~770 ps
INFO  metric vias = 300
INFO  metric synth_top_cell_by_count = sky130_fd_sc_hd__edfxtp_1
INFO  metric area.sequential = around 480 sq um
INFO  metric drt_iter0_markers = 23
INFO  metric vias_per_cell = between 3 and 4
INFO  metric ys_area = between 500 and 600 sq um
INFO  metric worstPathRequired = approximately 1400 ps
INFO  metric unrepaired_setup_endpoints_after_global_routing = no
INFO  metric worstPathMaxFanout = 1
INFO  metric slew_headroom = 0.8865
INFO  metric clk_pin_slew_worst_paths = 60 ps
INFO  metric timing.hold.worst.start = combo_press[1]
INFO  metric final_layout_setup_total_negative_slack = 0 ps
INFO  metric totalWireLength = between 1000 and 1500 um
INFO  metric drive_above_1_share = 0.1458
INFO  metric ios = 25
INFO  metric synth.cells.most_frequent = 16 x sky130_fd_sc_hd__edfxtp_1, 2 x sky130_fd_sc_hd__and4b_2, 1 x sky130_fd_sc_hd__and4_2, 1 x sky130_fd_sc_hd__and4bb_2
INFO  metric post-route-worst-setup-slack = around 370 ps
INFO  metric cells_on_worst_hold_path = 1
INFO  metric detailed_place_hpwl = ~1100 um
INFO  metric cts.repair_timing.setup_buffer_count = 0
INFO  metric criticalPathCategory = reg2out
INFO  metric drc = 0
INFO  metric logic_area = 45.04 sq um
INFO  metric cp-end-kind = output port
INFO  metric post_synthesis_instance_area = ~530 sq um
INFO  metric share_of_synthesized_area_occupied_by_flip_flops_and_latches = 0.9143
INFO  metric drt_pass_1_iters = 3
INFO  metric synth_async_sr_flop_share = 0
INFO  metric p_per_area = around 850 nW/um^2
INFO  metric synth.yosys.warnings = 1
INFO  metric timing_worst_slew_pin_value = approximately 170 ps
INFO  metric min_period = ~1400 ps
INFO  metric worst_ep_arrival_time = around 1100 ps
INFO  metric openroad.warnings = 25
INFO  metric synthDistinctLibCells = 4
INFO  metric htree_levels = 1
INFO  metric syn2layout_area_growth = 65.71%
INFO  metric cts_made_buffers = 3
INFO  metric synthCells = 20
INFO  metric pin_count_of_the_biggest_net_entering_global_routing = 10
INFO  metric timing.critical_path.slowest_stage_cell = sky130_fd_sc_hd__clkdlybuf4s50_1
INFO  metric netlist_top_cells_area = sky130_fd_sc_hd__edfxtp_1 91%, sky130_fd_sc_hd__and4b_2 4.3%, sky130_fd_sc_hd__and4bb_2 2.4%
INFO  metric final_max_slew_viol_count = 0
INFO  metric grt_use_total = 0.03757
INFO  metric synth_top_cell_by_area = sky130_fd_sc_hd__edfxtp_1
INFO  metric cts_tree = built
INFO  metric routedWlPerCell = ~14 um
INFO  metric worstPathBufferInverterCount = 1
INFO  metric synth_stat.cells = 20
INFO  metric dieArea = slightly below 7000 sq um
INFO  metric core_area = 3744 sq um
INFO  metric edf_count = 16
INFO  metric crit_path_start_kind = register
INFO  metric worstHoldEndpoint = combo_1_store[1]
INFO  metric core.rowCount = 22
INFO  metric hold_violations = 0
INFO  metric post-route-period-util = 0.7944
INFO  metric numSynthFlops = 16
INFO  metric finalSetupViolations = 0
worst max path at each step:
stage	cells past startpoint	endpoint	slack, ps
CTS	1	combo_2[0]	360
global route	1	combo_2[0]	330
finish	1	combo_2[3]	370
logic make-up after synthesis:
logic type | Yosys count | share of synthesized area
flip-flops | 16 | 0.9143
AND/OR/NAND/NOR | 4 | 0.08571
layer usage:
| metal | share of wire | vias up | track usage | wire length, um |
|---|---|---|---|---|
| li1 | - | 142 | - | - |
| met1 | 0.47 | 137 | 0.04997 | 608 |
| met2 | 0.39 | 19 | 0.04818 | 507 |
| met3 | 0.13 | 2 | 0.02953 | 174 |
| met4 | 0.0046 | 0 | 0.003077 | 6 |
| met5 | 0 | - | 0 | 0 |
where the power goes:
part | switching, W | internal [W]
logic | 0.0000147 | 0.0000347
clock network | 0.000113 | 0.000151
registers | 0.00000248 | 0.000423
total | 0.000131 | 0.000608
placed cells by master, fill, tap and decap left out, drive strengths merged:
cell           instances
edfxtp                16
clkdlybuf4s50         24
clkinv                 1
and4b                  2
clkbuf                 3
and4bb                 1
and4                   1
layout make-up:
class | instances | area share
clock inverters | 1 | 0.004310
repair buffers | 24 | 0.2759
flip-flops and latches | 16 | 0.5517
clock buffers | 3 | 0.04741
multi-input cells | 4 | 0.05172
well taps | 48 | 0.06897
flip-flops by register name, indices dropped and copies added, names as in the netlist:
name	flops
combo_2_store	4
combo_3_store	4
combo_1_store	4
combo_4_store	4
per-stage QoR:
step,util,power (W),std cells,instance area (sq um)
4_1_cts,0.2326,0.0007499,96,870.8
2_1_floorplan,-,0.0004358,20,525.5
5_1_grt,0.2326,0.0007808,96,870.8
3_3_place_gp,0.2206,0.0004832,92,825.8
6_report,0.2326,0.0007389,96,870.8
3_5_place_dp,0.2206,0.0004839,92,825.8
No activity file was given, so power comes from the tool's default toggle rates.
