--- flow/design.v ---
`timescale 1ns / 1ps
module led_color_rygb(
		 input clk,
		 input [1:0] color,
		 output reg led_r,
		 output reg led_g,
		 output reg led_b
		 );
   localparam RED = 0;
   localparam YELLOW = 1;
   localparam GREEN = 2;
   localparam BLUE = 3;
   wire	     pwm_12;
   wire	     pwm_25;
   pwm_gen #( .PWM_PERCENT(12)) u2_12 (.clk(clk), .pwm_out(pwm_12));
   pwm_gen #( .PWM_PERCENT(25)) u3_25 (.clk(clk), .pwm_out(pwm_25));
   always @(*)
     case (color)
       RED:  
	 begin
	    led_r = pwm_25;
	    led_g = 0;
	    led_b = 0;
	 end
       YELLOW:  
	 begin
	    led_r = pwm_12;
	    led_g = pwm_12;
	    led_b = 0;
	 end
       GREEN:  
	 begin
	    led_r = 0;
	    led_g = pwm_25;
	    led_b = 0;
	 end
       BLUE: 
	 begin
	    led_r = 0;
	    led_g = 0;	    
	    led_b = pwm_25;
	 end
     endcase       
endmodule   
`timescale 1ns / 1ps
module pwm_gen #(parameter PWM_PERCENT = 25) (
	      input  clk,
	      output pwm_out
	 );
   reg [11:0] pwm_cnt = 0;
   always @(posedge clk)
     begin
	pwm_cnt <= pwm_cnt + 1;
     end
   assign pwm_out = pwm_cnt < (PWM_PERCENT * 41);
endmodule
--- flow/run.sh ---
#!/bin/bash
# OpenROAD 26Q1-2900-gdf79404cd8, Yosys 0.63+post, stock flow scripts
make -C /OpenROAD-flow-scripts/flow DESIGN_CONFIG=/design/flow/config.mk WORK_HOME=/design/flow/orfs finish
--- flow/config.mk ---
export PLATFORM = sky130hd
export DESIGN_NAME = led_color_rygb
export DESIGN_NICKNAME = led_color_rygb
export VERILOG_FILES = /design/flow/design.v
export SDC_FILE = /design/flow/constraint.sdc
export NUM_CORES = 4
export LEC_CHECK = 1
export CORE_AREA = 10 10 90 90
export DIE_AREA = 0 0 100 100
--- flow/constraint.sdc ---
current_design led_color_rygb

set clk_period 2.3
set clk_io_pct 0.2

create_clock -name clk0 -period $clk_period [get_ports {clk}]

set non_clock_inputs [all_inputs -no_clocks]
set_input_delay [expr $clk_period * $clk_io_pct] -clock clk0 $non_clock_inputs
set_output_delay [expr $clk_period * $clk_io_pct] -clock clk0 [all_outputs]
==> flow_metrics.py <==
# Physical implementation metrics
metrics = {
    "outcome": {
        "status": "complete, no violations",
    },
    "hold_path": {
        "worst_hold_path.endpoint": "u3_25.pwm_cnt[0]",
        "hold_path_depth": 1,
        "worstHoldPathType": "register to register",
        "hp-start": "u3_25.pwm_cnt[0]",
    },
    "final_timing": {
        "finalCritPeriodShare_pct": 91.6,
        "finalClockSkew_ps": 1.84,
        "setup_viol": 0,
        "maxSlewHeadroom_pct": 81.2,
        "rsz0062_at_grt": "false",
        "finalMaxSlewViolations": 0,
        "fin_crit_ps": 2110,
        "tightestPinTransition_ps": 281,
        "max_freq_ghz": 0.475,
        "hold_viol_final": 0,
    },
    "die": {
        "die_h_um": 100,
        "rows": 29,
        "die_w_um": 100,
        "initial_core_util_pct": 15.4,
        "coreArea_sq_um": 6280,
        "pin_count": 6,
        "dieArea_sq_um": 10000,
    },
    "worst_setup_path": {
        "timing.rr.start": "u2_12.pwm_cnt[0]",
        "reg2reg_to": "u2_12.pwm_cnt[8]",
        "r2r_cells": 4,
        "cp-end-kind": "output pin",
        "cp_data_arrival_time_ps": 1650,
        "cp_max_fo": 3,
        "worst_ep_required_time_ps": 1840,
        "r2r_slack_ps": 1070,
        "start_kind": "register",
        "worstSetupPathType": "register to output pin",
    },
    "power": {
        "intPower_uw": 575,
        "power_leakage_nw": 0.403,
        "vdd_drop_max_uv": 349,
        "powerDensity_nw_per_um2": 585,
        "power_uw": 704,
        "power_frac_comb_pct": 1.5,
        "swShare_pct": 18.4,
        "p_seq_share_pct": 58.9,
        "power.share.clock_pct": 39.6,
        "p_sw_uw": 130,
    },
    "drt": {
        "wl_per_cell_um": 8.34,
        "drt_first_pass_iters": 4,
        "vias": 667,
        "vias_per_cell": 3.66,
        "ant_nets": 0,
        "drt_iter0_drc": 14,
        "routed_wl_um": 1520,
        "diodes": 0,
        "drcViolationCount": 0,
    },
    "logic_synthesis": {
        "netlist_area_sq_um": 965,
        "ys_seq_share_pct": 49.8,
        "synth_cell_type_count": 21,
        "top_area_share_pct": 49.8,
        "largest_area_cell": "dfxtp_1",
        "synthCells": 93,
        "yosys_warnings": 3,
        "ys_ff": 24,
        "yosys_cells": 93,
        "yosys-top-cells-area": "dfxtp_1, xnor2_1, nand3_1",
        "syn_area_per_cell_sq_um": 10.4,
        "yosys_area_sq_um": 965,
    },
    "run": {
        "max_cap_violations": 0,
        "tool_warnings": 26,
    },
    "cells_and_area": {
        "drive_gt1_share_pct": 14.3,
        "stdcell_count": 182,
        "area_growth_pct": 24.9,
    },
    "clock_tree": {
        "cts_tree": "built",
        "cts.sinks": 24,
        "cts_root_buf": "clkbuf_8",
        "cts_hold_buf": 0,
        "clkLatencyLatePin_ps": 260,
        "clkSlewWorstSetupHoldPaths_ps": 80,
        "cts_max_level": 1,
        "cts_max_path_buffers": 2,
        "cts_made_buffers": 3,
    },
    "placed_design": {
        "placedCellCount": 175,
        "dp_hpwl_um": 1060,
        "portBuffers": 5,
        "place.gp.congestion": 0.797,
    },
    "global_routing": {
        "grt_pass1_vias": 616,
        "antenna_found_initial": 0,
        "grt_overflow": 0,
        "grt_max_degree": 14,
        "grt_pass1_wl_um": 2640,
        "grt.total_usage_pct": 2.93,
    },
}
[cell type report]
| type | instances | area (sq um) |
|---|---|---|
| Timing Repair Buffer | 8 | 68.8 |
| Inverter | 6 | 22.5 |
| Clock buffer | 4 | 55.1 |
| Fill cell | 675 | 5070 |
| Tap cell | 77 | 96.3 |
| Sequential cell | 24 | 483 |
| Multi-Input combinational cell | 63 | 479 |
[critical path, cell delays in order (launching register included)]
cell	delay, ps
dfxtp_2	330
inv_1	60
ha_2	180
nor4b_4	200
a31oi_2	140
buf_4	150
nor3_1	100
dlygate4sd2_1	220
[cell usage after synthesis]
library cell	count
nor4_1	1
nor4_2	1
nor2_1	2
nand4_1	5
a21oi_1	1
o211ai_1	1
ha_1	3
and2_1	1
nand3_2	1
nor3_1	5
dfxtp_1	24
nand3_1	10
inv_1	6
and4_1	3
nand2_1	4
xnor2_1	15
xor2_1	5
a31oi_1	1
nor4b_2	1
and3_2	1
o41ai_1	2
[flip-flops by register name, summed over array words and instances (netlist names)]
name / cells
u3_25.pwm_cnt: 12
u2_12.pwm_cnt: 12
[power by group through the flow]
stage | clock network [mW] | registers (mW) | logic [mW]
CTS | 0.288 | 0.415 | 0.0106
global route | 0.303 | 0.415 | 0.0122
finish | 0.279 | 0.415 | 0.0105
[how the worst max path moves through the flow]
| stage | from | end | slack [ps] | cells after the start |
|---|---|---|---|---|
| CTS | u3_25.pwm_cnt[0] | led_r | 180 | 6 |
| global route | u3_25.pwm_cnt[0] | led_g | 40 | 6 |
| finish | u3_25.pwm_cnt[0] | led_b | 190 | 7 |
[cells by family (layout without fill, tap and decap cells)]
| family | after synthesis | after routing | share of synthesized area, % |
|---|---|---|---|
| flip-flops | 24 | 24 | 49.8 |
| AND-OR/OR-AND | 5 | 5 | 3.76 |
| AND/OR/NAND/NOR | 35 | 35 | 22.0 |
| adder cells (fa/ha/maj) | 3 | 3 | 3.89 |
| XOR/XNOR | 20 | 20 | 18.2 |
| buffers and inverters | 6 | 18 | 2.33 |
[stage by stage]
stage / utilization, % / setup WS (ps) / hold WS [ps] / instance area, sq um / setup TNS, ps
after floorplan: - / 803 / 379 / 965 / 0
after global placement: 17.7 / -33.0 / 394 / 1110 / -33.0
after detailed placement: 17.7 / -44.0 / 396 / 1110 / -87.6
after CTS: 19.2 / 181 / 414 / 1200 / 0
after global routing: 19.2 / 41.5 / 438 / 1200 / 0
final: 19.2 / 194 / 416 / 1200 / 0
[what timing repair did]
action	in CTS	in global routing
setup buffers	3	0
endpoints found under the setup margin	3	0
gates resized	8	0
[metal layers]
layer  up-vias  GRT usage, %  part of all wire [%]
met5         -             0                     0
met4         0         0.761                   1.5
met3         2         0.278                   2.5
met2        10          4.48                    42
met1       303          4.33                    54
li1        352             -                     -
[placed cells by master, fill, tap and decap left out]
cell type / n
dfxtp_1: 22
xnor2_1: 15
nand3_1: 10
inv_1: 6
nor3_1: 5
xor2_1: 5
nand4_1: 5
nand2_1: 4
clkbuf_8: 4
and4_1: 3
dlygate4sd2_1: 3
buf_4: 3
nor2_1: 2
o41ai_1: 2
ha_1: 2
clkdlybuf4s50_1: 2
dfxtp_2: 2
nand3_2: 1
and3_2: 1
and2_1: 1
nor4b_4: 1
a31oi_2: 1
a21oi_1: 1
nor4_1: 1
o211ai_1: 1
nor4_2: 1
ha_2: 1
Power is estimated from default activity; no workload was simulated.
