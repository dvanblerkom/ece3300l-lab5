==> design/flow/design.v <==
`timescale 1ns / 1ps
module master_fsm(
		  input	       clk,
		  input	       prog_sw, 
		  input	       clr,
		  input [3:0]  combo_1,
		  input [3:0]  combo_2,
		  input [3:0]  combo_3,
		  input [3:0]  combo_4,
		  input [3:0]  combo_press,
		  input	       pressed,
		  output [3:0] state_out
		  );
   localparam		       IDLE = 0;
   localparam		       ONE_CORRECT = 1;
   localparam		       TWO_CORRECT = 2;
   localparam		       THREE_CORRECT = 3;
   localparam		       FOUR_CORRECT = 4;
   localparam		       ONE_WRONG = 5;
   localparam		       TWO_WRONG = 6;
   localparam		       THREE_WRONG = 7;
   localparam		       FOUR_WRONG = 8;
   localparam		       PROGRAM_MODE = 9;
   localparam		       ONE_SET = 10;
   localparam		       TWO_SET = 11;
   localparam		       THREE_SET = 12;
   localparam		       FOUR_SET = 13;
   reg [3:0]		       state = IDLE;
   reg [3:0]		       next_state;
   assign state_out = state;
   always @(posedge clk)
     begin
	state <= next_state;
     end
   always @(*)
     begin
	next_state = state;
	case (state)
	  IDLE:
	    if (prog_sw) begin
	       next_state = PROGRAM_MODE;
	    end else if (pressed) begin
	       if (combo_press == combo_1)
		 next_state = ONE_CORRECT;
	       else
		 next_state = ONE_WRONG;
	    end
	  PROGRAM_MODE:
	    if (~prog_sw) begin
	       next_state = IDLE;
	    end else if (pressed) begin
	       next_state = ONE_SET;
	    end
	  default:
	      next_state = IDLE;
	endcase
     end
endmodule
==> design/flow/run.sh <==
#!/bin/bash
# OpenROAD 26Q1-2900-gdf79404cd8, Yosys 0.63+post, stock flow scripts
make -C /OpenROAD-flow-scripts/flow DESIGN_CONFIG=/design/flow/config.mk WORK_HOME=/design/flow/orfs finish
==> design/flow/config.mk <==
export PLATFORM = sky130hd
export DESIGN_NAME = master_fsm
export DESIGN_NICKNAME = master_fsm
export VERILOG_FILES = /design/flow/design.v
export SDC_FILE = /design/flow/constraint.sdc
export NUM_CORES = 4
export LEC_CHECK = 1
export CORE_AREA = 10 10 70 70
export DIE_AREA = 0 0 80 80
==> design/flow/constraint.sdc <==
current_design master_fsm

set clk_period 2.7
set clk_io_pct 0.2

create_clock -name clk0 -period $clk_period [get_ports {clk}]

set non_clock_inputs [all_inputs -no_clocks]
set_input_delay [expr $clk_period * $clk_io_pct] -clock clk0 $non_clock_inputs
set_output_delay [expr $clk_period * $clk_io_pct] -clock clk0 [all_outputs]
==> impl_metrics.env <==
# source this file to load flow results
export IMPL_synthTopCellsByCount="edfxtp_1 (4), xor2_1 (4), nor4_1 (2)"
export IMPL_reg2reg_from="state[0]"
export IMPL_vias=198
export IMPL_cap_violations=0
export IMPL_io_buffers=14
export IMPL_crit_required_ns=2.66
export IMPL_num_rows=21
export IMPL_cts_repair_resized=0
export IMPL_cts_buffer_depth=2
export IMPL_ios=28
export IMPL_drtPass1Iterations=2
export IMPL_slowest_delay_ns=0.49
export IMPL_drive_above_1_share_pct=12.12
export IMPL_clk_pin_slew_ns=0.04
export IMPL_yosysTopAreaCell="edfxtp_1"
export IMPL_setup_viol=0
export IMPL_ys_flops=4
export IMPL_cp_endpoint="state[0]"
export IMPL_slew_viol_final=0
export IMPL_edf_count=4
export IMPL_grt_use_total_pct=2.069
export IMPL_grt_start_max_net_pins=5
export IMPL_dieArea_um2=6400
export IMPL_chipWidth_um=80
export IMPL_postRouteAntennaNets=0
export IMPL_yosys_area_um2=211.5
export IMPL_max_vdd_ir_drop_uv=140.9
export IMPL_synth_area_per_cell_um2=13.22
export IMPL_r2r_cells=2
export IMPL_tightest_slew_ns=0.4448
export IMPL_worst_setup_path_start_kind="input port"
export IMPL_drt_iter0_drc=6
export IMPL_grt_pass1_vias=239
export IMPL_rsz0062_at_grt="no"
export IMPL_maxSlewHeadroom_pct=70.08
export IMPL_tns_ns=0
export IMPL_gr_total_overflow=0
export IMPL_cts_buffers=3
export IMPL_cp_arrival_ns=1.88
export IMPL_path_class="in -> reg"
export IMPL_cts_sinks=4
export IMPL_grt_pass1_wl_um=993
export IMPL_grtUsageMet2_pct=1.926
export IMPL_p_leak_nw=0.1473
export IMPL_tool_warnings=38
export IMPL_drc=0
export IMPL_place_congestion=0.6723
export IMPL_synthCells=16
export IMPL_die_size_y_um=80
export IMPL_grt_antenna_before_repair=0
export IMPL_netlist_top_cells_area="edfxtp_1 (57%), xor2_1 (17%), nor4_1 (5.9%)"
export IMPL_fin_skew_ns=0.003704
export IMPL_postSynthSeqShare_pct=56.80
export IMPL_max_freq_mhz=523.4
export IMPL_dp_hpwl_um=549.4
export IMPL_synth_area_um2=211.5
export IMPL_clockRootBuffer="clkbuf_4"
export IMPL_worstPathMaxFanout=4
export IMPL_yosys_cells=16
export IMPL_hold_ws_ns=0.6401
export IMPL_top_regs="state x4"
export IMPL_top_cell_area_share_pct=56.80
export IMPL_wl_per_cell_um=7.785
export IMPL_hold_violations=0
export IMPL_post_cts_buffers=0
export IMPL_r2r_setup_slack_ns=1.17
export IMPL_design_core_area_um2=3416
export IMPL_outcome="complete, no violations"
export IMPL_hold_start="state[2]"
export IMPL_clock_latency_late_pin_ns=0.23
export IMPL_layout_min_cycle_time_ns=1.910
export IMPL_syn_to_final_growth_pct=104.1
export IMPL_via_per_inst=2.506
export IMPL_slowest_stage="a2111o_1"
export IMPL_critPathCaptureType="register"
export IMPL_met1_usage_pct=2.016
export IMPL_period_used_pct=70.76
export IMPL_r2r_end="state[0]"
export IMPL_route_antenna_diode_count=0
export IMPL_largest_register="state"
export IMPL_async_reset_ff_share_pct=0
export IMPL_ys_warn_count=1
export IMPL_power_density_nw_per_um2=688.7
export IMPL_met3_usage_pct=3.864
export IMPL_ff_type="edfxtp_1"
export IMPL_postRouteWirelength_um=615
export IMPL_cp_cell_sequence="clkdlybuf4s50_1, or3_1, a2111o_1"
export IMPL_startpoint="prog_sw"
export IMPL_hold_path_class="reg -> reg"
export IMPL_largest_reg_flops=4
export IMPL_cts_tree="done"
export IMPL_busiest_layer="met3"
export IMPL_fp_util_pct=6.190
export IMPL_hold_buffers=0
export IMPL_ctsHtreeMaxLevel=1
export IMPL_yosys_cell_types_count=9
==> placed cells by master (no fill, tap or decap) <==
cell type and count:
nand3_1 1, nor4_1 2, edfxtp_1 4, clkbuf_4 3
a2111o_1 1, xor2_1 4, a21o_2 1, or3_1 1
clkdlybuf4s50_1 14, nor3b_1 1, nor3_1 1
==> worst max-delay path, delay by kind of cell <==
kind / cells / cell delay, ns
and+or+nand+nor: 1 / 0.38
AOI/OAI and AO/OA: 1 / 0.49
buffers and inverters: 1 / 0.47
==> worst min path at each step <==
stage / endpoint / slack (ns) / depth (start not counted)
4_1_cts: state[1] / 0.65 / 1
5_1_grt: state[1] / 0.67 / 1
6_report: state[1] / 0.64 / 1
==> layer usage <==
metal	wire [um]	part of all wire (%)
met1	262	43
met2	134	22
met3	217	35
met4	0	0
met5	0	0
==> cells by family after synthesis <==
group	after synthesis	synth area share (%)
AOI/OAI and AO/OA	2	9.468
and+or+nand+nor	6	17.16
xor gates and xnor gates	4	16.57
DFF	4	56.81
==> cell type report <==
cell class,instances,area (um^2)
fillers,401,2984
repair buffers,14,140.1
flip-flops and latches,4,120.1
multi-input cells,12,91.34
well taps,46,57.56
clock buffers,3,22.52
==> per-stage QoR <==
step / total power, mW / area [um^2] / utilization (%) / cells / setup WS, ns
final: 0.2973 / 431.7 / 12.64 / 79 / 0.7895
after global routing: 0.3214 / 431.7 / 12.64 / 79 / 0.7094
after CTS: 0.3051 / 431.7 / 12.64 / 79 / 0.7722
after floorplan: 0.1538 / 211.5 / - / 16 / 1.076
after global placement: 0.2211 / 409.1 / 11.98 / 76 / 0.5667
after detailed placement: 0.2288 / 409.1 / 11.98 / 76 / 0.5248
==> report_power, final <==
part	internal, mW	total [mW]	switching (mW)
sequential	0.105	0.127	0.0227
combinational	0.0710	0.0966	0.0257
clock	0.0497	0.0733	0.0236
total	0.225	0.297	0.0721
Power is estimated from default activity; no workload was simulated.
